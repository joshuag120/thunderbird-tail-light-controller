--- design/flow/run.sh ---
#!/bin/bash
# OpenROAD 26Q1-2900-gdf79404cd8, Yosys 0.63+post, stock flow scripts
make -C /OpenROAD-flow-scripts/flow DESIGN_CONFIG=/design/flow/config.mk WORK_HOME=/design/flow/orfs finish
--- design/flow/design.v ---
module wrapper(clk, dimclk, rst, left, right, brake, hazard, run, out);
  input clk, dimclk, rst, left, right, brake, hazard, run;
  output reg [5:0] out;
  wire [5:0] pattern;
  stang_state_controller sc(.clk(clk), .rst(rst), .left(left), .right(right), .brake(brake), .hazard(hazard), .run(run), .current_state(pattern));
  always @( * ) begin
    if (dimclk && run) begin
      out = 6'b111111;
    end else begin
      {out} = pattern;
    end
  end  
endmodule
module stang_state_controller(input clk, input rst, input left, input right, input brake, input hazard, input run, output reg [5:0] current_state);
  parameter state_off = 6'b000000;
  parameter state_brake = 6'b111111;
  parameter state_l1 = 6'b001000;
  parameter state_l2 = 6'b011000;
  parameter state_l3 = 6'b111000;
  parameter state_r1 = 6'b000100;
  parameter state_r2 = 6'b000110;
  parameter state_r3 = 6'b000111;
  parameter state_bl1 = 6'b001111;
  parameter state_bl2 = 6'b011111;
  parameter state_br1 = 6'b111100;
  parameter state_br2 = 6'b111110;
  reg [5:0] next_state;
  always @(posedge clk) begin
    if (rst) current_state <= state_off;
    else current_state <= next_state;
  end
  initial begin
    current_state = state_off;
    next_state = state_off;
  end
  always @( * ) begin
    next_state = current_state;
    case (current_state)
      state_off: begin
        if (brake && left && right) next_state = state_brake;
        else if (brake && left) next_state = state_r3;
        else if (brake && right) next_state = state_l3;
        else if (left && right) next_state = state_brake;
        else if (brake) next_state = state_brake;
        else if (hazard) next_state = state_brake;
        else if (left) next_state = state_l1;
        else if (right) next_state = state_r1;
        else begin next_state = state_off;
        end
      end
      state_l1: begin
        if (brake && left && right) next_state = state_brake;
        else if (brake && left) next_state = state_bl1;
        else if (left) next_state = state_l2;
        else if (brake) next_state = state_brake;
        else if (hazard) next_state = brake;
        else next_state = state_off;
        end
      state_l2: begin
        if (brake && left && right) next_state = state_brake;
        else if (brake && left) next_state = state_bl2;
        else if (left) next_state = state_l3;
        else if (brake) next_state = state_brake;
        else if (hazard) next_state = state_brake;
        else next_state = state_off;
        end
      state_l3: begin
        if (brake && left && right) next_state = state_brake;
        else if (brake && left) next_state = state_bl1;
        else if (brake && right) next_state = state_br1;
        else if (left) next_state = state_off;
        else if (brake) next_state = state_brake;
        else if (hazard) next_state = state_brake;
        else next_state = state_off;
        end
      state_r1: begin
        if (brake && left && right) next_state = state_brake;
        else if (brake && right) next_state = state_br1;
        else if (right) next_state = state_r2;
        else if (brake) next_state = state_brake;
        else if (hazard) next_state = state_brake;
        else next_state = state_off;
        end
      state_r2: begin
        if (brake && left && right) next_state = state_brake;
        else if (brake && right) next_state = state_br2;
        else if (right) next_state = state_r3;
        else if (brake) next_state = state_brake;
        else if (hazard) next_state = state_brake;
        else next_state = state_off;
        end
      state_r3: begin
        if (brake && left && right) next_state = state_brake;
        else if (brake && right && !left) next_state = state_br1;
        else if (brake && left && !right) next_state = state_bl1;
        else if (right && !brake && !left) next_state = state_off;
        else if (brake && !left && !right) next_state = state_brake;
        else if (hazard && !brake && !left && !right) next_state = state_brake;
        else next_state = state_off;
        end
      state_bl1: begin
        if (brake && left && right) next_state = state_brake;
        else if (brake && left) next_state = state_bl2;
        else if (left) next_state = state_l2;
        else if (brake) next_state = state_brake;
        else next_state = state_off;
        end
      state_bl2: begin
        if (brake && left && right) next_state = state_brake;
        else if (brake && left) next_state = state_brake;
        else if (left) next_state = state_l3;
        else if (brake) next_state = state_brake;
        else next_state = state_off;
        end
      state_br1: begin
        if (brake && left && right) next_state = state_brake;
        else if (brake && right) next_state = state_br2;
        else if (right) next_state = state_r1;
        else if (brake) next_state = state_brake;
        else next_state = state_off;
        end
      state_br2: begin
        if (brake && left && right) next_state = state_brake;
        else if (brake && right) next_state = state_brake;
        else if (right) next_state = state_r1;
        else if (brake) next_state = state_brake;
        else next_state = state_off;
        end
      state_brake: begin
        if (brake && left && right) next_state = state_brake;
        else if (left && right) next_state = state_off;
        else if (brake && left && !right) next_state = state_r3;
        else if (brake && right && !left) next_state = state_l3;
        else if (brake && !right && !left) next_state = state_brake;
        else if (hazard) next_state = state_off;
        else if (left && !brake) next_state = state_l1;
        else if (right && !brake) next_state = state_r1;
        else next_state = state_off;
        end
      endcase    
      end
endmodule
--- design/flow/config.mk ---
export PLATFORM = sky130hd
export DESIGN_NAME = wrapper
export DESIGN_NICKNAME = wrapper
export VERILOG_FILES = /design/flow/design.v
export SDC_FILE = /design/flow/constraint.sdc
export NUM_CORES = 4
export LEC_CHECK = 1
export CORE_AREA = 10 10 95 95
export DIE_AREA = 0 0 105 105
--- design/flow/constraint.sdc ---
current_design wrapper

set clk_period 4.1
set clk_io_pct 0.2

create_clock -name clk0 -period $clk_period [get_ports {clk}]

set non_clock_inputs [all_inputs -no_clocks]
set_input_delay [expr $clk_period * $clk_io_pct] -clock clk0 $non_clock_inputs
set_output_delay [expr $clk_period * $clk_io_pct] -clock clk0 [all_outputs]
==> flow_metrics.tcl <==
# metrics dict for downstream scripts
set metrics [dict create \
    outcome "finished, final reports clean" \
    grt_overflow 0 \
    clkTransAtPathRegs_ns 0.04 \
    mux_share 0 \
    top_area_frac 0.135 \
    grt_pass1_wl_um 4510 \
    dieArea_mm2 0.0110 \
    largest_reg_flops 6 \
    critical_path.top_delay_family "buffers and inverters" \
    hold_ws_ns 0.756 \
    io_pins 14 \
    finClkSkew_ns 0.00475 \
    syn_to_final_growth_pct 27.9 \
    yosysUniqueCellTypes 44 \
    grt_max_degree 26 \
    reg2reg_depth 5 \
    tightest_slew_ns 0.788 \
    edf_count 0 \
    cts_tree "done" \
    cp-end-kind "register" \
    timing.rr.end "sc.current_state[5]$_SDFFE_PP0P_" \
    reg2reg_from "sc.current_state[0]$_SDFFE_PP0P_" \
    port_buffers 13 \
    simple_gate_share 0.424 \
    core_mm2 0.00691 \
    cts_hold_buf 0 \
    warnings 25 \
    critPathBufInv 2 \
    design_area_mm2 0.00114 \
    ys_async_sr_fraction 0 \
    cts_setup_buffers 0 \
    fp.dieW_um 105 \
    most_common_cell "nand2_1" \
    cts.htree.levels 1 \
    path_class "in2reg" \
    max-vdd-ir-drop_mv 0.176 \
    worst_hold_path.endpoint "sc.current_state[0]$_SDFFE_PP0P_" \
    yosys_cells 134 \
    grt_pass1_vias 902 \
    dp.cells 232 \
    wl_um 2720 \
    insertedDiodeCount 0 \
    top_regs "sc.current_state: 6 flops" \
    ctsResizeCount 0 \
    grt_antenna_before_repair 0 \
    top_register "sc.current_state" \
    p_leak_nw 0.370 \
    ys_top_cells_by_count "nand2_1 (14), clkbuf_1 (9), nand2b_1 (9), nor2_1 (9), a21oi_1 (8)" \
    insertion_delay_ns 0.22 \
    drive_gt1_frac 0.0504 \
    area_leaders "dfxtp_1 (13%), nand2b_1 (6.3%), nand2_1 (5.9%), a21oi_1 (4.5%), o2111ai_1 (3.9%)" \
    track_usage 0.0462 \
    synthCells 134 \
    period_used_share 0.708 \
    synth.avg_cell_area_um2 6.66 \
    ys_sh_xor 0 \
    dpl.hpwl_um 2000 \
    adder_share 0 \
    drt_iter0_drc 118 \
    ys_ff 6 \
    logic_family "simple AND/OR/NAND/NOR gates" \
    aoi_share 0.369 \
    ant_nets 0 \
    num_vias 1081 \
    ys_warn_count 2 \
    slew_headroom 0.467 \
    tritoncts.num_buffers 3 \
    tns_ns 0 \
    holdCritStartpoint "sc.current_state[0]$_SDFFE_PP0P_" \
    finalNonFillerCells 235 \
    crit_slowest_cell "clkdlybuf4s50_1" \
    clockBufferDepth 2 \
    powerDensity_mw_per_mm2 607 \
    initCoreUtil 0.129 \
    crit_path_max_incr_delay_ns 0.97 \
    top_area_cell "dfxtp_1" \
    yosysSeqAreaShare 0.135 \
    total_power_mw 0.692 \
    ff_latch_area_um2 120 \
    path_cells "clkdlybuf4s50_1, inv_1, a22oi_1, a22oi_2, or4_1, o221a_1" \
    hold_viol 0 \
    fin_crit_ns 2.90 \
    logic_area_um2 707 \
    fillers 785 \
    crit_cells 6 \
    rows 30 \
    wl_per_cell_um 11.6 \
    rsz0062_at_grt "no" \
    drc_errors 0 \
    critPathLaunchType "primary input" \
    worstPathMaxFanout 25 \
    dr.pass1.iters 4 \
    cp.required_ns 4.21 \
    setup_violations 0 \
    slew_viol_final 0 \
    place_congestion 0.925 \
    timing.fmax_ghz 0.345 \
    avgViaCountPerCell 4.60 \
    worstPathArrival_ns 3.01 \
    die_h_um 105 \
    syn_area_um2 892 \
    reg2reg_slack_ns 1.83 \
    worst_hold_path_type "reg2reg" \
    drv_cap 0 \
    ys_area_um2 892 \
    cts_root_buf "clkbuf_8" \
    placed_area_mm2 0.00110 \
    flop_cell "dfxtp_1" \
    holdPathStages 2 \
    clock-sinks 6 \
]
[final cells by class]
class | count | area share
Clock buffer | 3 | 0.0362
Timing Repair Buffer | 13 | 0.114
Tap cell | 96 | 0.105
Multi-Input combinational cell | 111 | 0.620
Sequential cell | 6 | 0.105
Inverter | 6 | 0.0197
[logic make-up after synthesis]
| kind of cell | count (synthesis) |
|---|---|
| and+or+nand+nor | 67 |
| AOI/OAI and AO/OA | 44 |
| buffers and inverters | 17 |
| DFF | 6 |
[cells in the final DEF (no fill, tap or decap), drive strengths merged, types with 3 or more instances in the layout]
cell and count:
nor2 9, nor4 3, nor4b 3, dfxtp 6
nand2 14, o2111ai 4, a22oi 4, a21oi 8
clkdlybuf4s50 13, nand2b 9, o21ai 7, clkbuf 3
nor2b 5, nand4 5, inv 6, a211oi 3
nor3 6, o211ai 3
[worst max-delay path by stage]
| stage | startpoint | endpoint | slack (ns) |
|---|---|---|---|
| after CTS | brake | sc.current_state[4]$_SDFFE_PP0P_ | 1.23 |
| after global routing | brake | sc.current_state[5]$_SDFFE_PP0P_ | 0.99 |
| final | brake | sc.current_state[5]$_SDFFE_PP0P_ | 1.20 |
[worst min-delay path, stage by stage (launching register included)]
cell and delay (ns):
dfxtp_1 0.48, nor2_1 0.17, a211oi_1 0.05
[power breakdown]
group / internal, mW / switching (mW)
registers: 0.0881 / 0.108
clock network: 0.0630 / 0.0241
logic: 0.206 / 0.202
[stage by stage]
stage / utilization / worst slack (ns)
detailed placement: 0.159 / 0.996
floorplan: - / 1.78
global placement: 0.159 / 1.01
global route: 0.165 / 0.990
CTS: 0.165 / 1.23
finish: 0.165 / 1.20
[per-layer routing]
layer	up-vias	wire length [µm]	GRT usage
li1	528	-	-
met1	478	1170	0.0651
met2	67	1220	0.0690
met3	8	258	0.00870
met4	0	76	0.0147
met5	-	0	0
